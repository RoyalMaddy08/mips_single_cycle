[flow/run.sh]
#!/bin/bash
# OpenROAD 26Q1-2900-gdf79404cd8, Yosys 0.63+post, stock flow scripts
make -C /OpenROAD-flow-scripts/flow DESIGN_CONFIG=/design/flow/config.mk WORK_HOME=/design/flow/orfs finish
[flow/config.mk]
export PLATFORM = sky130hd
export DESIGN_NAME = ALU
export DESIGN_NICKNAME = ALU
export VERILOG_FILES = /design/flow/design.v
export SDC_FILE = /design/flow/constraint.sdc
export NUM_CORES = 4
export LEC_CHECK = 1
export CORE_UTILIZATION = 30
[flow/constraint.sdc]
current_design ALU

set clk_period 14.0
set clk_io_pct 0.2

create_clock -name clk0 -period $clk_period

set non_clock_inputs [all_inputs -no_clocks]
set_input_delay [expr $clk_period * $clk_io_pct] -clock clk0 $non_clock_inputs
set_output_delay [expr $clk_period * $clk_io_pct] -clock clk0 [all_outputs]
[flow/design.v]
module barrel_shifter(i_data, i_mode, i_shift_count, o_data);
input [31:0] i_data;
input [2:0] i_mode;
input [4:0] i_shift_count;
output reg [31:0] o_data;
wire [63:0] l_shifted = {i_data, i_data} << i_shift_count;
wire [63:0] r_shifted = {i_data, i_data} >> i_shift_count;
always @(*) begin
	case (i_mode)
		3'b000:
			begin
				o_data = l_shifted[31:0];				 
			end
		3'b001:
			begin
				o_data = r_shifted[63:32];				 
			end
		3'b010:	
			begin							 
				o_data = l_shifted[63:32];
			end
		3'b011:	
			begin							 
				o_data = r_shifted[31:0];
			end
		3'b100:
			begin
				o_data = $signed(i_data) >>> i_shift_count;	 
			end
		default:
			begin
				o_data = {32{1'bx}};	 
			end
	endcase
end
endmodule
module ALU(i_data_A, i_data_B, i_alu_control, o_zero_flag, o_result);
input [31:0] i_data_A;					 
input [31:0] i_data_B;					 
output reg [31:0] o_result;				 
input [3:0] i_alu_control;				 
output wire o_zero_flag;				 
assign o_zero_flag = ~|o_result;
reg [31:0] i_shifter_data;
reg [2:0] i_shift_mode;
reg [4:0] i_shift_cnt;
wire [31:0] o_shifted_data; 
barrel_shifter bs_inst(.i_data(i_shifter_data),
			.i_mode(i_shift_mode),
			.i_shift_count(i_shift_cnt),
			.o_data(o_shifted_data));
always @(*) begin
	i_shifter_data = {32{1'bx}};
	i_shift_mode = {3{1'bx}};
	i_shift_cnt = {5{1'bx}};
	casex(i_alu_control)
		4'b0010:	 
			begin
				o_result = i_data_A + i_data_B;
			end
		4'b0110:	 
			begin
				o_result = i_data_A - i_data_B;
			end
		4'b0000:	 
			begin
				o_result = i_data_A & i_data_B;
			end
		4'b0001:	 
			begin
				o_result = i_data_A | i_data_B;
			end
		4'b0111:	 
			begin
				o_result = i_data_A < i_data_B ? 32'h00000001 : 32'h00000000;	
			end
		4'b0011:	 
			begin
				o_result = i_data_A ^ i_data_B;
			end
		4'b0100:	 
			begin
				o_result = ~(i_data_A | i_data_B);
			end
		4'b1000:	 
			begin
				i_shifter_data = i_data_B;
				i_shift_mode = 3'b000;
				i_shift_cnt = i_data_A[4:0];	 
				o_result = o_shifted_data;		
			end
		4'b1001:	 
			begin
				i_shifter_data = i_data_B;
				i_shift_mode = 3'b001;
				i_shift_cnt = i_data_A[4:0];	
				o_result = o_shifted_data;	
			end
		4'b1010:	 
			begin
				i_shifter_data = i_data_B;
				i_shift_mode = 3'b100;
				i_shift_cnt = i_data_A[4:0];	
				o_result = o_shifted_data;	
			end
		4'b1011:	 
			begin
				i_shifter_data = i_data_B;
				i_shift_mode = 3'b011;
				i_shift_cnt = i_data_A[4:0];
				o_result = o_shifted_data;	
			end
		4'b1100:	 
			begin
				i_shifter_data = i_data_B;
				i_shift_mode = 3'b010;
				i_shift_cnt = i_data_A[4:0];	
				o_result = o_shifted_data;	
			end
		default:
			begin
				o_result = {32{1'bx}};	 
			end
	endcase
end
endmodule
==> run notes <==
run results: max cap viols 0, Core Util, Final 0.341, die area 44,600 um2, Flop area 0 um2, via count 17,200, drt wl/cell 36.8 um, die width 211 um, Fillers 4,691, post-cts hold buffer count 0, antenna violations before repair 3, vias in the first global route 16,100, global placement routability congestion 1.09, pwr/cell area 49.4 nW/um2, synth warn 2, Placed Cells 2,497, area leader, netlist mux4_2, CP required 11.20 ns, Cell Int Power 0.254 mW, Final Max Tran Viols 0, Final Cell Area 14,700 um2, setup ws final 2.44 ns, yosys cell count 1,906, DR pass1 iterations 10, Post-Route WL 92,100 um, Worst slew margin 0.221, layout cells sized above 1 0.125, FF+latch count 0, Fin Setup TNS 0 ns, FP Util 0.305, Least-Margin Pin Slew 1.16 ns, Tmin final 11.56 ns, Mean Syn Cell Area 6.88 um2, Setup Crit Path Kind primary input to primary output, die height 211 um, Synth Seq Share 0, post-CTS setup buffers 0, PostCTS Resize Cnt 0, area post-placement 14,700 um2, Post-synth area hogs mux4_2 (10%), ha_1 (9.2%), mux2i_1 (6.6%), peak supply drop 0.0254 mV, DRT iter0 DRCs 2,154, cell count after synthesis 1,906, clock buf count 0, Hold WS 6.88 ns, Tool Warnings 96, Peak Freq 86.5 MHz, RSZ-0062 raised after global routing false, Crit. End Element primary output, area share, top type 0.0996, global-route usage over all layers 0.415, final hold violation count 0, distinct cell type count after synthesis 91, worst slack, placed 2.63 ns, DR DRC count 0, largest net degree at the start of global routing 80, global-route wire length before repair 127,000 um, Lkg Pwr 5.56 nW, total grt overflow 0, row cnt 76, Worst EP arrival 8.76 ns, startpoint types primary input, Net Switching 0.471 mW, Hold Crit Class primary input to primary output, Detail Placement HPWL 69,600 um, # IOs 101, outcome completed, number of vias per cell 6.88, total power draw 0.725 mW, DRT antenna net count 0, Net Sw Frac 0.649, Layout Cells excl Fill 2,501, Final period util 0.826, Mapped Area 13,100 um2, crit-path max FO 62, area grow syn2layout 12.0%, total core area 43,100 um2, yosys stat area 13,100 um2, IO Port Bufs 101, setup violators final 0
[synth_stat cells (10+ instances only)]
cell / n
o31ai_1: 19
buf_6: 11
mux2_2: 48
o21bai_1: 15
a211o_1: 11
nand3_1: 56
o211ai_1: 27
a211oi_1: 47
nand2_1: 181
buf_2: 34
buf_4: 15
a21oi_1: 141
a22oi_1: 37
mux4_2: 58
nand4_1: 19
a221o_1: 16
a311oi_1: 10
o22ai_1: 47
ha_1: 96
or3_1: 13
a221oi_1: 21
a2bb2oi_1: 14
nor3_1: 53
nor2b_1: 22
nor4_1: 15
inv_1: 91
xnor2_1: 21
clkbuf_1: 109
o221ai_1: 16
and2_1: 13
o21ai_0: 106
a21o_1: 14
a31oi_1: 33
mux2i_1: 86
nand2b_1: 20
nor2_1: 180
buf_1: 18
[logic make-up (layout without fill, tap and decap cells)]
family	after synthesis	count (layout)	share of synthesized area
compound gates	681	681	0.356
xor+xnor	25	25	0.0167
fa+ha+maj	98	98	0.0946
buf+inv	284	290	0.0952
mux	196	196	0.213
other cells	0	4	0
simple gates	622	622	0.224
[worst max-delay path: stages]
cell and delay [ns]:
buf_6 0.45, clkinv_1 0.76, ha_1 0.75, nor2b_1 0.27, o2111ai_1 0.24, and3_1 0.28, o31ai_1 0.58, o22ai_1 0.17
o21ai_0 0.46, o2111ai_1 0.35, nor2_1 0.25, nor4b_1 0.37, nand4b_1 0.21, and4bb_1 0.32, clkdlybuf4s50_1 0.46
[worst paths after layout]
path	from	to	slack, ns	cells after the start
setup / recovery	i_data_A[2]	o_zero_flag	2.44	15
hold / removal	i_data_A[4]	o_result[2]	6.88	5
[cells in the final DEF, fill, tap and decap left out, drive strengths merged, types with 9 or more instances in the layout]
cell           Yosys  final
a221oi            21     21
a21o              14     14
nand2b            20     20
and2              13     13
o32ai              9      9
o311ai             9      9
nand3             56     56
mux2i             88     88
a2bb2oi           14     14
o211ai            28     28
nor3              53     53
or3               13     13
nor2b             22     22
nand4             19     19
buf               78     99
nor2             180    180
nand2            181    181
ha                96     96
a211o             11     11
a21oi            141    141
a22oi             37     37
or2                9      9
a311oi            10     10
nor4              15     15
mux2              49     49
o31ai             19     19
o21a               9      9
o22ai             47     47
a221o             16     16
o21bai            15     15
inv               91     92
clkdlybuf4s50      0     95
mux4              59     59
o221ai            17     17
a31oi             33     33
o21ai            111    111
a211oi            49     49
xnor2             21     21
[power groups by stage]
stage                 clock network [mW]  registers [mW]  logic [mW]
after global routing                   0               0       0.751
after CTS                              0               0       0.696
[per-layer routing]
metal	wire, um	GRT usage
met5	262	0.0456
met4	5690	0.201
met3	12400	0.177
met2	36700	0.570
met1	37000	0.552
[final cells by class]
cell class	count	area (um2)	share of cell area
well taps	585	732	0.0498
multi-input cells	1622	11900	0.809
repair buffers	194	1710	0.116
diodes	4	10.0	0.000681
inverters	96	360	0.0245
No activity file was given, so power comes from the tool's default toggle rates.
