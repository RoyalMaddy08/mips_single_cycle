<file path="run.sh">
#!/bin/bash
# OpenROAD 26Q1-2900-gdf79404cd8, Yosys 0.63+post, stock flow scripts
make -C /OpenROAD-flow-scripts/flow DESIGN_CONFIG=/design/flow/config.mk WORK_HOME=/design/flow/orfs finish
</file>
<file path="config.mk">
export PLATFORM = sky130hd
export DESIGN_NAME = register_file
export DESIGN_NICKNAME = register_file
export VERILOG_FILES = /design/flow/design.v
export SDC_FILE = /design/flow/constraint.sdc
export NUM_CORES = 4
export LEC_CHECK = 1
export CORE_UTILIZATION = 50
</file>
<file path="constraint.sdc">
current_design register_file

set clk_period 6.4
set clk_io_pct 0.2

create_clock -name clk0 -period $clk_period [get_ports {i_clk}]

set non_clock_inputs [all_inputs -no_clocks]
set_input_delay [expr $clk_period * $clk_io_pct] -clock clk0 $non_clock_inputs
set_output_delay [expr $clk_period * $clk_io_pct] -clock clk0 [all_outputs]
</file>
<file path="design.v">
module register_file(i_clk, i_we, i_arst, i_addr_1, i_addr_2, i_addr_3, i_wdata, o_rdata_1, o_rdata_2);
input i_clk;				 
input i_we;				 
input i_arst;
integer i;
input [4:0] i_addr_1;			 
input [4:0] i_addr_2;			 
input [4:0] i_addr_3;			 
input [31:0] i_wdata;			 
output [31:0] o_rdata_1;		 
output [31:0] o_rdata_2;		 
reg [31:0] registers[31:0];		 
assign o_rdata_1 = (i_addr_1 == 0) ? 32'd0 : registers[i_addr_1];	 
assign o_rdata_2 = (i_addr_2 == 0) ? 32'd0 : registers[i_addr_2];	 
always @(posedge i_clk or posedge i_arst)			 
	if(i_arst) begin
		for(i = 0; i < 32; i = i + 1) 
			registers[i] <= 32'd0;
	end else if(i_we) begin
		registers[i_addr_3] <= (i_addr_3 == 0) ? 32'd0 : i_wdata;
	end else begin
		for(i = 0; i < 32; i = i + 1) 
			registers[i] <= registers[i];	 
	end
endmodule
</file>
==> run summary <==
Implementation results.

The sort of element at the start of the critical path is an input port. The internal power of the cells is 12400 uW. The placement stage leaves a total instance area of about 53000 um^2. The clock-pin transition on the worst setup and hold timing paths is around 60 ps. Of the cells placed in the final design, the portion with a size suffix greater than 1 is ~11%.

The primary flip-flop cell chosen by synthesis mapping is dfrtp_1. The max-capacitance violation count is 0. Summing the sequential cell areas from Yosys gives 49.8% of the chip area. The effective utilization at floorplan is between 50% and 60%. The post-synth count of flops with an enable pin is 0. The cell row count is between 100 and 150. The number of sinks on the clock net is around 1000. The total core area is 98600 um^2. The endpoint class of the critical path is an output port. The post-cts hold-fix buffer tally is 0.

The count of different cell masters after synthesis is ~63. The H-tree generated during clock tree synthesis spans 3 levels. TritonRoute output was used to compute an average wire per cell of just over 40 um. At the pin with the least slew margin, the transition time is roughly 1200 ps. For this design the static power due to leakage is 0.0254 uW.

Max-slew check failures listed in the final report amount to 0. The TritonCTS clock tree is yes. After synthesis, the cell types taking the most area are dfrtp_1, o21ai_0, nand2_1, nand3_1, a22oi_1.

In the final layout, the fill cell count is approximately 8400. With fillers left out, the area of the finished cells amounts to 57300 um^2. The share of total power dissipated in sequential elements is 48.2%.

The data required time at the worst endpoint is between 5000 and 6000 ps. The stage logs contain a warning count of 38. The setup clock skew after layout is 0 ps.

The initial antenna violation count came to 27. registers holds more flip-flops than any other register. The synth_stat.txt file lists the number of cells as 5761. The hold slack is ~500 ps.

The most common cell in the netlist is nand2_1. The final estimated routing congestion in global placement is around 1.1. The analysis attributes to net switching a power of 5540 uW. The synthesized area is about 50000 um^2.

Counting I/O delays and the setup requirement, the final critical path takes between 6000 and 7000 ps. The critical path class is in2out. The logic gate share of total power is a little over an eighth. The first global-routing pass estimated just under 400000 um of wire. The run finished with clean final reports. The data arrival time reported for the critical path is around 5100 ps.

Per the final timing report, the hold violations number 0. Per the slew report, the remaining headroom to the max-slew limit stands at about a fifth. The post-detailed-route via-to-cell ratio is 7.49. The number of buffers added on ports is 113. From left edge to right edge, the die measures 318 um. The post-detailed-route DRC marker count is 0.

The post-layout worst setup margin is 0.825 ps. The number of top-level design ports is around 110. The via count of the first global-routing pass came to 50300. The clock passes through at most 3 buffers. The iteration-0 DRC count of the detailed router is 7400. The largest registers in the layout are registers x992. The clock tree root buffer cell is clkbuf_16.

Warnings reported by Yosys during synthesis add up to 2. The worst-skew pair later-pin latency is 720 ps. Entering global routing, the biggest net connects around 120 pins. The highest supply drop recorded on VDD is around 270 uV. After synthesis the netlist holds a flip-flop and latch count of between 900 and 1000. The die is about 320 um tall. Total global-route track usage over all layers is 59.8%. The total power divided by cell area is ~310 nW/um^2. Note that the worst hold path type here is reg2reg. The setup TNS after final layout is 0 ps.

STA lists the maximum fanout along the critical path as 15. The post-route clock period utilization is between 90% and 100%. The chip occupies roughly 100000 um^2. Once detail routing completed, the nets flagged for antenna violations numbered 0. In the synthesis report, Yosys lists the chip area as ~50000 um^2. In the final layout, flip-flops and latches occupy about 25000 um^2. The logic area is approximately 23000 um^2. After synthesis, the largest area contributor takes up 49.8% of total cell area. The wire length reported by the detailed router is just under 300000 um.

The proportion of register bits with asynchronous set or reset after synthesis is around 100%. TritonCTS created between 100 and 150 clock buffers. The pre-CTS setup check shows a worst slack of roughly 210 ps. The count of TritonRoute iterations in the first routing pass is 9. By count the netlist is led by nand2_1, o21ai_0, dfrtp_1, nand3_1, clkbuf_1. The fraction of power spent switching nets is slightly above 30%. The synthesized instance count is about 5800. The final timing report counts setup violations totalling 0. The signed area change from the synthesized netlist to the final layout is 15.0%.

Setup repair after global routing left no endpoint under its margin. For this run the aggregate overflow at the end of global routing stands at 0. The highest clock rate is roughly 0.16 GHz. The share of total power in the clock network is between 30% and 40%.

Looking at area per cell type in the netlist, the leader is dfrtp_1. The half-perimeter wire length after detailed placement is 178000 um. The detailed router placed 53200 vias in this run. The mean cell area of the mapped netlist is between 8 and 9 um^2.

The register with the most flip-flops in the layout has a little under 1000 of them.
==> worst paths after layout <==
path / slack, ps / end / depth (start not counted) / startpoint
setup / recovery: 0.8 / o_rdata_2[2] / 8 / i_addr_2[3]
hold / removal: 500 / registers[2][11]$_DFFE_PP0P_ / 2 / registers[2][11]$_DFFE_PP0P_
setup reg to reg: 5490 / registers[11][0]$_DFFE_PP0P_ / 2 / registers[11][0]$_DFFE_PP0P_
hold reg to reg: 500 / registers[2][11]$_DFFE_PP0P_ / 2 / registers[2][11]$_DFFE_PP0P_
max in group asynchronous: 3740 / registers[4][9]$_DFFE_PP0P_ / 4 / i_arst
min in group asynchronous: 890 / registers[23][23]$_DFFE_PP0P_ / 2 / i_arst
==> metrics by stage <==
stage                     instances  total power [uW]  util, %
final                          7101             17900     58.1
after global routing           7061             18500     58.0
after CTS                      7056             17800     58.0
after detailed placement       6856             11000     54.1
after global placement         6856             10900     54.1
after floorplan                5761              9570        -
==> worst max-delay path: stages <==
cell and delay, ps:
clkdlybuf4s50_1 930, and3_2 710, and2_1 240, buf_4 460, a22oi_1 110, and4_1 240, a31oi_1 540, clkdlybuf4s50_1 590
==> area by class of cell <==
type	instances	share of cell area (%)
Inverter	14	0.0983
Sequential cell	992	43.3
Tap cell	1287	2.81
Antenna cell	45	0.197
Timing Repair Buffer	437	6.91
Clock inverter	46	1.31
Clock buffer	154	5.42
Multi-Input combinational cell	4126	39.9
==> metal layers <==
layer	vias up	global-route usage [%]	share of wire, %
li1	20900	-	-
met5	-	6.62	0.29
met4	45	37.4	8.8
met3	1605	42.6	19
met1	25400	74.6	34
met2	5212	74.1	38
==> power by group through the flow <==
stage	logic [uW]	clock network [uW]	registers (uW)
after CTS	2320	6870	8570
after global routing	2620	7120	8730
final	2410	6890	8640
==> layout by cell type (no fill, tap or decap), types with 67 or more instances in the layout <==
| master | netlist | final |
|---|---|---|
| nand4_1 | 190 | 190 |
| a2111oi_0 | 67 | 67 |
| buf_4 | 2 | 294 |
| dfrtp_1 | 992 | 992 |
| o21ai_0 | 1000 | 1000 |
| clkdlybuf4s50_1 | 0 | 106 |
| clkbuf_16 | 0 | 109 |
| and3_1 | 253 | 251 |
| nand2_1 | 1112 | 1088 |
| nand3_1 | 576 | 568 |
| a22oi_1 | 334 | 334 |
==> logic make-up (layout without fill, tap and decap cells) <==
group	Yosys count	count (layout)	synth area share [%]
other	0	45	0
multiplexers	18	18	0.392
flip-flops	992	992	49.8
buffers and inverters	643	651	5.23
AND/OR/NAND/NOR	2386	2386	23.2
AND-OR/OR-AND	1722	1722	21.4
==> repair_timing <==
| action | CTS | global route |
|---|---|---|
| hold endpoints to repair | 0 | 0 |
| buffers inserted | 0 | 0 |
| endpoints found under the setup margin | 0 | 3 |
| gates resized | 0 | 3 |
No activity file was given, so power comes from the tool's default toggle rates.
