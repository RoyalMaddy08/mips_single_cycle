**./constraint.sdc**
```tcl
current_design GPIO

set clk_period 1.2
set clk_io_pct 0.2

create_clock -name clk0 -period $clk_period [get_ports {i_clk}]

set non_clock_inputs [all_inputs -no_clocks]
set_input_delay [expr $clk_period * $clk_io_pct] -clock clk0 $non_clock_inputs
set_output_delay [expr $clk_period * $clk_io_pct] -clock clk0 [all_outputs]
```
**./design.v**
```verilog
module GPIO(i_clk, i_arst, i_DATA, i_ALT, i_ALT_IN, i_DDIR_WE, o_DIN, i_DIN_RE, i_DOUT_WE, io_IO, BAM_output);
input i_clk;		 
input i_arst;		 
input [31:0] i_DATA;	 
input i_ALT;		 
input i_ALT_IN;		 
input i_DDIR_WE;	 
output reg [31:0] o_DIN; 
input i_DIN_RE;		 
input i_DOUT_WE;	 
inout [31:0] io_IO;	 
output BAM_output;
assign BAM_output = (i_ALT) ? i_ALT_IN : 1'bz;					 
reg [31:0] DDIR;	 
reg [31:0] DOUT;	 
genvar g_cnt;		 
generate 
	for(g_cnt = 0; g_cnt < 32; g_cnt = g_cnt + 1) begin: GPIO_z
		assign io_IO[g_cnt] = (DDIR[g_cnt]) ? DOUT[g_cnt] : 1'bz;	 
end
endgenerate
always @(posedge i_clk, posedge i_arst) begin		 
	if(i_arst) begin
		DDIR <= 32'd0;
	end else begin
		if(i_DDIR_WE) begin
			DDIR <= i_DATA;
		end else begin
			DDIR <= DDIR;
		end
	end
end
always @(posedge i_clk, posedge i_arst) begin		 
	if(i_arst) begin
		DOUT <= 32'd0;
	end else begin
		if(i_DOUT_WE) begin
			DOUT <= i_DATA;
		end else begin
			DOUT <= DOUT;
		end
	end
end
always @(posedge i_clk, posedge i_arst) begin		 
	if(i_arst) begin
		o_DIN <= 32'd0;
	end else begin
		if(i_DIN_RE) begin
			o_DIN <= io_IO;
		end else begin
			o_DIN <= o_DIN;
		end
	end
end
endmodule 
```
**./config.mk**
```make
export PLATFORM = sky130hd
export DESIGN_NAME = GPIO
export DESIGN_NICKNAME = GPIO
export VERILOG_FILES = /design/flow/design.v
export SDC_FILE = /design/flow/constraint.sdc
export NUM_CORES = 4
export LEC_CHECK = 1
export CORE_UTILIZATION = 50
```
**./run.sh**
```bash
#!/bin/bash
# OpenROAD 26Q1-2900-gdf79404cd8, Yosys 0.63+post, stock flow scripts
make -C /OpenROAD-flow-scripts/flow DESIGN_CONFIG=/design/flow/config.mk WORK_HOME=/design/flow/orfs finish
```
==> run_results.csv <==
group,metric,value,unit
status,outcome,"did not finish",
status,haltStage,"4_1_cts",
status,error_line,"[error] [KeplerFormal.cpp:679] Workflow failed: Iso has multiple drivers: .io_IO0, io_IO[0]$_DFFE_PP0P_.Q0",
die,row_count,26,
yosys,ys_seq_share,59.29,%
die,dieHeight,75.50,um
cts,postCtsSetupBuffers,13,
yosys,avgSynthCellArea,19.57,um^2
die,fp-utilization,52.56,%
cts,clockRootBuffer,"clkbuf_8",
placed_design,io_buffers,67,
yosys,yosysUniqueCellTypes,7,
yosys,netlist_instances,138,
cts,cts_resized,36,
yosys,synth_area,2701,um^2
placed_design,dp_hpwl,3237,um
yosys,yosysWarnings,3,
placed_design,gp_congestion,0.8193,
yosys,ys_area,2701,um^2
cts,cts.sinks,64,
cts,htree_levels,3,
die,io_pins,104,
die,die_width,75.50,um
yosys,synth_stat.cells,138,
cts,cts-buffers-inserted,9,
cts,holdBufCountCts,0,
yosys,ys.flops,64,
cts,clk_path_buf_depth,2,
[logic make-up after synthesis]
kind of cell / after synthesis / synth area share (%)
flops: 64 / 59.29
buf+inv: 10 / 5.697
mux: 64 / 35.02
[cell usage after synthesis]
cell / instances / area share (%)
dfrtp_1: 64 / 59
inv_1: 1 / 0.14
mux2_4: 60 / 33
buf_4: 1 / 0.28
buf_6: 2 / 0.83
buf_12: 6 / 4.4
mux2_2: 4 / 1.7
[per-stage QoR]
| step | total power [mW] | area (um^2) | instances | worst slack [ns] | utilization [%] |
|---|---|---|---|---|---|
| floorplan | 2.877 | 2705 | 138 | 0.2739 | - |
| global placement | 3.258 | 3423 | 272 | 0.1464 | 66.60 |
| detailed placement | 3.279 | 3423 | 272 | 0.1432 | 66.60 |
Power figures rest on the tool's default switching activity, not on a simulated workload.
